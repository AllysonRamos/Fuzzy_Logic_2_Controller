==> flow/design.v <==
module Registrador_saida (Entrada, Ent_regra, saida_0, saida_1, saida_2, clk, rst);
input clk, rst;
input [7:0] Entrada;
input [3:0] Ent_regra;
output[7:0] saida_0, saida_1, saida_2;
wire [6:0] codigo;
ffd   zero(saida_0, Entrada, codigo[0], clk, rst);
ffd     um(saida_1, Entrada, codigo[1], clk, rst);
ffd   dois(saida_2, Entrada, codigo[2], clk, rst);
codificador_inferencia cod(codigo, Ent_regra, rst);
endmodule
module Unidade_regras (FOU_01, FOU_02, FOU_03, FOU_04, FOU_05, FOU_06, clk, rst, sel_1, sel_2, Pos_men, Mux_8Canais, saida_0, saida_1, saida_2);
input [7:0] FOU_01, FOU_02, FOU_03, FOU_04, FOU_05, FOU_06;
input [1:0] sel_1, sel_2;
input [1:0] Mux_8Canais;  
input [3:0] Pos_men;
input clk, rst;
output [7:0] saida_0, saida_1, saida_2;
wire [7:0] W1,W2, Q1, Q2, W_Min, W_out_min_max, W_out_min, saida_mux;
mux4b_U_reg A(FOU_04, FOU_05, FOU_06, W2, sel_1);
mux4b_U_reg B(FOU_01, FOU_02, FOU_03, W1, sel_2);
compara_U_reg minimo(W1,W2,W_out_min);
compara_Maximo U2(W_out_min, saida_mux, W_out_min_max);
Registrador_saida U3(W_out_min_max, Pos_men, saida_0, saida_1, saida_2 ,clk, rst);
mux_4CANAIS_4b  U4(saida_0, saida_1, saida_2, saida_mux, Mux_8Canais);  
endmodule
module codificador (codigo, entrada);
	    input      [3:0]   entrada;
       output reg [1:0]   codigo;
        always @(entrada)
          begin
              if(entrada == 4'b0000) codigo = 0; else
              if(entrada == 4'b0001) codigo = 0; else        
              if(entrada == 4'b0100) codigo = 0; else
              if(entrada == 4'b1000) codigo = 1; else   
	           if(entrada == 4'b0101) codigo = 1; else
              if(entrada == 4'b0010) codigo = 1; else        
              if(entrada == 4'b1001) codigo = 2; else
              if(entrada == 4'b0110) codigo = 2; else 
		        if(entrada == 4'b1010) codigo = 2;  	  
              else codigo = 2'bx;
          end 
endmodule
module codificador_inferencia (codigo, entrada, rst); 
	    input      [3:0]   entrada;
		 input rst; 
        output reg [2:0]   codigo;
        always @(entrada)
		  if (rst) codigo = 3'b000;
		  else  
          begin
              if(entrada == 4'b0000) codigo = 3'b001; else
              if(entrada == 4'b0001) codigo = 3'b001; else        
              if(entrada == 4'b0100) codigo = 3'b001; else
              if(entrada == 4'b1000) codigo = 3'b010; else   
	           if(entrada == 4'b0101) codigo = 3'b010; else
              if(entrada == 4'b0010) codigo = 3'b010; else  
              if(entrada == 4'b1001) codigo = 3'b100; else 
              if(entrada == 4'b0110) codigo = 3'b100; else 				  
              if(entrada == 4'b1010) codigo = 3'b100;  
              else codigo = 3'bx;
          end 
endmodule
module compara_Maximo  (A,B,S);
input [7:0] A,B;
output [7:0] S;
assign S =(A>B)?A:B;
endmodule
module compara_U_reg  (A,B,S);
input [7:0] A,B;
output [7:0] S;
assign S =(A<B)?A:B;
endmodule
module ffd (q, D, EN, clk, rst);
    output reg [7:0] q;
    input [7:0] D;
	 input EN, clk, rst;
    always @(negedge(clk), posedge(rst)) begin
      if (rst==1'b1)			q <= 1'b0;
		else if (EN==1'b1) 	q <= D;
	 end
endmodule
module inferencia ( FOU_1_UP, FOU_2_UP,FOU_3_UP,FOU_4_UP,FOU_5_UP,FOU_6_UP,
FOU_1_LOW, FOU_2_LOW, FOU_3_LOW, FOU_4_LOW, FOU_5_LOW, FOU_6_LOW, 
saida_UP_1,  saida_UP_2, saida_LOW_0, saida_UP_0, saida_LOW_1, saida_LOW_2, 
Sequencia_regras, clk, rst, 
EN_Cod_Mem);
input [7:0] FOU_1_UP, FOU_2_UP,FOU_3_UP,FOU_4_UP,FOU_5_UP,FOU_6_UP,
FOU_1_LOW, FOU_2_LOW, FOU_3_LOW, FOU_4_LOW, FOU_5_LOW, FOU_6_LOW;
input [3:0] Sequencia_regras;
input clk, rst, EN_Cod_Mem;
output [7:0] saida_UP_0, saida_LOW_0, saida_UP_1, saida_LOW_1, saida_UP_2, saida_LOW_2;
wire [2:0] codigo_pos_mem;  
wire [1:0] sel_1, sel_2;
Unidade_regras UP(FOU_1_UP, FOU_2_UP,FOU_3_UP,FOU_4_UP,FOU_5_UP,FOU_6_UP, clk, rst, Sequencia_regras[1:0], Sequencia_regras[3:2], Sequencia_regras, codigo_pos_mem, saida_UP_0, saida_UP_1, saida_UP_2);
Unidade_regras LOW(FOU_1_LOW, FOU_2_LOW, FOU_3_LOW, FOU_4_LOW, FOU_5_LOW, FOU_6_LOW, clk, rst, Sequencia_regras[1:0], Sequencia_regras[3:2], Sequencia_regras, codigo_pos_mem, saida_LOW_0, saida_LOW_1, saida_LOW_2);
codificador Cod(codigo_pos_mem, Sequencia_regras);
endmodule
module mux4b_U_reg  (a, b, c, s, sel);
  input [7:0] a, b, c;
  input [1:0] sel;
  output reg[7:0] s;
  always @ (a, b, c,sel)
    case (sel)
      1: s <= b; 
      2: s <= c; 
      default s <= a;
   endcase
endmodule
module mux_4CANAIS_4b  (a, b, c, s, sel);
  input [7:0] a, b, c;
  input  [1:0] sel;
  output reg[7:0] s;
  always @ (a,b,c,sel)
    case (sel)
      0: s <= a; 
      1: s <= b;
      2: s <= c;
      default s <= c;
   endcase
endmodule 
==> flow/run.sh <==
#!/bin/bash
# OpenROAD 26Q1-2900-gdf79404cd8, Yosys 0.63+post, stock flow scripts
make -C /OpenROAD-flow-scripts/flow DESIGN_CONFIG=/design/flow/config.mk WORK_HOME=/design/flow/orfs finish
==> flow/config.mk <==
export PLATFORM = sky130hd
export DESIGN_NAME = inferencia
export DESIGN_NICKNAME = inferencia
export VERILOG_FILES = /design/flow/design.v
export SDC_FILE = /design/flow/constraint.sdc
export NUM_CORES = 4
export LEC_CHECK = 1
export CORE_UTILIZATION = 40
==> flow/constraint.sdc <==
current_design inferencia

set clk_period 3.1
set clk_io_pct 0.2

create_clock -name clk0 -period $clk_period [get_ports {clk}]

set non_clock_inputs [all_inputs -no_clocks]
set_input_delay [expr $clk_period * $clk_io_pct] -clock clk0 $non_clock_inputs
set_output_delay [expr $clk_period * $clk_io_pct] -clock clk0 [all_outputs]
==> notes.md <==
Physical implementation.

- The flow ran to the end, but the final reports show violations.
- The checks that failed: setup timing.
- The area fraction of the largest cell type after synthesis is 30.03%.
- The chip occupies 10400 um2.
- Before placement the cells fill 41.11% of the core.
- Looking at the max-slew report, the worst-margin pin has a slew of 0.8025 ns.
- The cell type contributing the most total cell area after synthesis is sky130_fd_sc_hd__dfrtn_1.
- The weighted congestion reported at the end of routability-driven placement is 0.8854.
- The pin count of the biggest net entering global routing is 49.
- Traced cell by cell, the critical path runs through buf_12, inv_12, ha_4, buf_8, buf_6, a21oi_4, inv_1, ha_1, o21a_1, o211ai_1, a21o_1, a311oi_4, buf_12, mux2i_4, inv_2, ha_4, nand4_1, buf_4, a211oi_4, buf_6, o21ai_4, buf_4, nand2_1, o21ai_1.
- The main area contributors are sky130_fd_sc_hd__dfrtn_1, sky130_fd_sc_hd__ha_1, sky130_fd_sc_hd__mux2i_1, sky130_fd_sc_hd__o221ai_1, sky130_fd_sc_hd__a22oi_1.
- The CTS tree is done.
- Per the summary, power density relative to cell area is 726.1 nW/um2.
- The synthesized cell area is 4000 um2.
- The multi-input gate area in the final layout is 3630 um2.
- The tree is rooted in a sky130_fd_sc_hd__clkbuf_8.
- Setup repair after global routing could not meet its margin everywhere.
- Summing all flip-flop and latch instances after layout gives 1201 um2.
- For this run, design rule violations remaining after detail routing come to 0.
- The iteration count recorded for the first detailed-route pass is 5.
- The number of buffers added by the clock tree synthesis step is 5.
- The number of placed cells counting well taps is 848.
- The required time at the worst-slack endpoint is 1.69 ns.
- After detailed routing, the number of vias per cell comes to 5.477.
- IR analysis of the VDD net gives a maximum drop of 0.6251 mV.
- After global routing the overflow that remains totals 0.
- Counting endpoints that fail hold in the final report gives 0.
- The yosys stat cell total is 472.
- STA reports the tightest min-delay check as being of type flip-flop to flip-flop.
- The clock-pin transition on the worst setup and hold timing paths is 0.06 ns.
- The worst slew margin relative to its limit is 46.09%.
- The synthesis log from Yosys contains 9 warnings.
- The number of top-level pins is 151.
- By count the netlist is led by sky130_fd_sc_hd__nand2_1, sky130_fd_sc_hd__dfrtn_1, sky130_fd_sc_hd__nor2_1, sky130_fd_sc_hd__a21oi_1, sky130_fd_sc_hd__ha_1.
- STA lists the maximum fanout along the critical path as 6.
- For reference, the post-synthesis area per instance comes to 8.475 um2.
- The worst hold slack across all endpoints is 0.4655 ns.
- The stat command in Yosys gives a chip area of 4000 um2.
- The later pin in the worst-skew pair is clocked with a latency of 0.30 ns.
- After synthesis, the share of flip-flops with an asynchronous set or reset is 100.0%.
- The antenna diode count is 0.
- The number of synthesized register bits is 48.
- Per the detail_route report, the via count comes to 5258.
- The path type of the worst setup path is input pin to flip-flop.
- The routed wirelength normalized by instance count is 19.32 um.
- For the completed layout, the total cell area is recorded as 8567 um2.
- The most popular library cell in the synthesized design by count is sky130_fd_sc_hd__nand2_1.
- The number of global-route vias before repair came to 5120.
- The worst slack after detailed placement is -3.652 ns.
- The setup clock skew after layout is 0.006638 ns.
- The count of flip-flops with a built-in enable after synthesis is 0.
- In this run, the number of DRC markers left after iteration 0 of detailed routing was 237.
- Per the placement log, port buffering inserted 149 buffers.
- The number of library cell types mapped by synthesis is 44.
- The sequential area share after synthesis is 30.03%.
- The number of antenna violations at the first check in global routing is 0.
- The final count of pins violating max slew is 0.
- The tally of nets with antenna violations remaining after routing is 0.
- The power report puts the leakage power at 3.833 nW.
- The count of hold buffers inserted by post-cts repair is 0.
- Compared with the post-synthesis result, the final layout area differs by 114.2%.
- The final timing report gives a worst setup slack of -2.923 ns.
- The maximum root-to-sink buffer count is 2.
- The number of fillers in the final layout is 407.
- The instance area after placement is 6770 um2.
- After routing, the total negative slack on setup checks comes to -133.44 ns.
- The first global-routing pass estimated 25540 um of wire.
- The ratio of cells with drive above 1 in the final layout is 54.17%.
- The endpoint kind of the worst setup timing path is a flip-flop.
- The count of cells in the finished layout, fillers not included, comes to 960.
- Synthesis handed over a netlist of 472 instances.
- The wire length recorded after detailed routing is 18550 um.
- Looking at the clock tree report, the H-tree level count equals 2.
- The data arrival time of the critical path is 4.61 ns.
- The logs give a warning total of 34.
- The slowest stage cell on the critical path is sky130_fd_sc_hd__a311oi_4.
- For this run, the slowest stage of the critical path takes 0.31 ns.
- The critical path launch point type is an input pin.
- The overall routing resource usage is 32.21%.
- The total clock sinks is 48.
- The run reported a max-capacitance violation count of 0.
- Measured along the x axis, the die boundary spans 102 um.
- The placement row count is 36.
- The height of the chip is 102 um.
- Note, the detailed placer reported a final HPWL of 10670 um.
- Endpoints with negative setup slack in the final report add up to 51.
- According to the floorplan report, the placeable core area is 9729 um2.
- Looking at the cell usage after synthesis, the top flip-flop cell is sky130_fd_sc_hd__dfrtn_1.
-- layout make-up --
class	instances	share of cell area, %
Timing Repair Buffer	376	38.63
Tap cell	133	1.942
Multi-Input combinational cell	366	42.37
Inverter	30	1.534
Clock inverter	2	0.7010
Clock buffer	5	0.8033
Sequential cell	48	14.02
-- flip-flops by register name, summed over array words and instances (netlist names) --
name           cells
LOW.U3.dois.q      8
UP.U3.um.q         8
LOW.U3.um.q        8
LOW.U3.zero.q      8
UP.U3.dois.q       8
UP.U3.zero.q       8
-- metal layers --
layer	routed length, um	GRT usage [%]	up-vias
met1	8242	47.12	2513
met3	1489	3.894	33
met5	0	0	-
met2	8475	53.64	238
li1	-	-	2474
met4	344	4.286	0
-- cells by family after synthesis --
family	count (synthesis)	share of synthesized area, %
adder cells (fa/ha/maj)	34	10.64
AND/OR/NAND/NOR	136	15.17
buffers and inverters	58	6.256
AND-OR/OR-AND	151	26.21
flip-flops	48	30.03
multiplexers	45	11.70
-- per-stage QoR --
step | power (W) | util (%)
floorplan | 0.002599 | -
global placement | 0.004100 | 69.59
detailed placement | 0.004130 | 69.59
CTS | 0.005385 | 82.59
global route | 0.006591 | 88.05
finish | 0.006221 | 88.05
-- critical path, delay by kind of cell --
kind	cells	cell delay, ns
mux	1	0.26
fa+ha+maj	3	0.85
compound gates	8	1.35
buf+inv	10	1.26
simple gates	2	0.27
-- cells in the final DEF (no fill, tap or decap), types with 6 or more instances in the layout --
| cell type | netlist | final |
|---|---|---|
| sky130_fd_sc_hd__buf_12 | 0 | 12 |
| sky130_fd_sc_hd__a21oi_2 | 0 | 17 |
| sky130_fd_sc_hd__nand2_2 | 0 | 13 |
| sky130_fd_sc_hd__nor2_1 | 42 | 31 |
| sky130_fd_sc_hd__clkdlybuf4s50_1 | 0 | 97 |
| sky130_fd_sc_hd__a22oi_1 | 30 | 19 |
| sky130_fd_sc_hd__a21oi_4 | 0 | 8 |
| sky130_fd_sc_hd__mux2i_1 | 31 | 19 |
| sky130_fd_sc_hd__o21ai_2 | 1 | 9 |
| sky130_fd_sc_hd__nand2_1 | 54 | 38 |
| sky130_fd_sc_hd__clkbuf_2 | 0 | 23 |
| sky130_fd_sc_hd__or3_4 | 0 | 13 |
| sky130_fd_sc_hd__dfrtn_1 | 48 | 48 |
| sky130_fd_sc_hd__inv_2 | 0 | 14 |
| sky130_fd_sc_hd__o21ai_1 | 2 | 9 |
| sky130_fd_sc_hd__ha_1 | 34 | 15 |
| sky130_fd_sc_hd__a21oi_1 | 40 | 15 |
| sky130_fd_sc_hd__a21o_1 | 8 | 8 |
| sky130_fd_sc_hd__buf_4 | 2 | 196 |
| sky130_fd_sc_hd__mux2i_4 | 0 | 12 |
| sky130_fd_sc_hd__inv_1 | 30 | 13 |
| sky130_fd_sc_hd__ha_4 | 0 | 17 |
| sky130_fd_sc_hd__nor2_4 | 0 | 6 |
| sky130_fd_sc_hd__clkdlybuf4s15_1 | 0 | 19 |
| sky130_fd_sc_hd__o221ai_2 | 0 | 30 |
| sky130_fd_sc_hd__buf_6 | 1 | 19 |
| sky130_fd_sc_hd__a22oi_2 | 0 | 11 |
| sky130_fd_sc_hd__mux2_1 | 8 | 8 |
-- power by group --
group	internal, W	switching (W)	leakage [nW]
Clock	0.000318	0.000211	0.0642
Sequential	0.000938	0.000199	0.608
Combinational	0.00256	0.00199	3.16
-- timing repair --
item / in CTS / in global routing
setup endpoints to repair: 96 / 92
buffers inserted: 71 / 36
cloned: 2 / 0
hold endpoints to repair: 0 / 0
pin swaps: 52 / 56
gates resized: 198 / 136
-- worst paths after layout --
kind,startpoint,depth (start not counted),endpoint,slack [ns]
setup / recovery,Sequencia_regras[1],24,UP.U3.zero.q[2],-2.92
setup reg to reg,LOW.U3.um.q[6],14,LOW.U3.zero.q[7],0.24
max in group asynchronous,rst,3,LOW.U3.dois.q[0],0.22
hold reg to reg,UP.U3.dois.q[0],2,UP.U3.dois.q[0],0.47
min in group asynchronous,rst,3,UP.U3.um.q[7],2.43
hold / removal,UP.U3.dois.q[0],2,UP.U3.dois.q[0],0.47
Power and IR drop assume default switching activity.
